**flow/run.sh**
```bash
#!/bin/bash
# OpenROAD 26Q1-2900-gdf79404cd8, Yosys 0.63+post, stock flow scripts
make -C /OpenROAD-flow-scripts/flow DESIGN_CONFIG=/design/flow/config.mk WORK_HOME=/design/flow/orfs finish
```
**flow/config.mk**
```make
export PLATFORM = sky130hd
export DESIGN_NAME = AHB_slave
export DESIGN_NICKNAME = AHB_slave
export VERILOG_FILES = /design/flow/design.v
export SDC_FILE = /design/flow/constraint.sdc
export NUM_CORES = 4
export LEC_CHECK = 1
export CORE_AREA = 10 10 112 112
export DIE_AREA = 0 0 122 122
```
**flow/constraint.sdc**
```tcl
current_design AHB_slave

set clk_period 2.8
set clk_io_pct 0.2

create_clock -name clk0 -period $clk_period [get_ports {HCLK}]

set non_clock_inputs [all_inputs -no_clocks]
set_input_delay [expr $clk_period * $clk_io_pct] -clock clk0 $non_clock_inputs
set_output_delay [expr $clk_period * $clk_io_pct] -clock clk0 [all_outputs]
```
**flow/design.v**
```verilog
module AHB_slave (
    input         HRESETn,
    input         HCLK,
    input  [7:0]  HADDR,
    input  [1:0]  HTRANS,
    input         HWRITE,
    input  [2:0]  HSIZE,
    input  [2:0]  HBURST,
    input  [31:0] HWDATA,
    output reg [40:0] DATA_to_WriteFIFO,
    output reg        WriteFIFO_wr_en,
    input             WriteFIFO_full,
    input      [31:0] DATA_from_ReadFIFO,
    output reg        ReadFIFO_rd_en,
    input             ReadFIFO_empty,
    output reg [31:0] HRDATA,
    output wire       HRESP,    
    output            HREADY
);
localparam IDLE = 2'b00, BUSY = 2'b01, NON_SEQ = 2'b10, SEQ = 2'b11;
reg [1:0] state;
reg [31:0] fifo_data_fetch;
reg        fifo_rd_en_d;
reg        done;  
function [31:0] align_data;
    input [31:0] HWDATA;
    input [2:0]  HSIZE;
    begin
        case (HSIZE)
            3'b000: align_data = {24'b0, HWDATA[7:0]};     
            3'b001: align_data = {16'b0, HWDATA[15:0]};    
            3'b010: align_data = HWDATA;                   
            default: align_data = 32'h0;
        endcase
    end
endfunction
assign HREADY = 1'b1;
assign HRESP = done;  
wire wr_en = (HWRITE == 1'b1) && (HREADY == 1'b1) && ((state == NON_SEQ) || (state == SEQ));
wire rd_en = (HWRITE == 1'b0) && (HREADY == 1'b1) && ((state == NON_SEQ) || (state == SEQ));
always @(posedge HCLK or negedge HRESETn) begin
    if (~HRESETn) begin
        state <= IDLE;
    end else begin
        case (state)
            IDLE: begin
                if (HTRANS == 2'b10)
                    state <= NON_SEQ;
                else
                    state <= IDLE;
            end
            NON_SEQ: begin
                case (HTRANS)
                    2'b11: state <= SEQ;
                    2'b01: state <= BUSY;
                    2'b00: state <= IDLE;
                    default: state <= NON_SEQ;
                endcase
            end
            SEQ: begin
                if (HTRANS == 2'b01)
                    state <= BUSY;
                else if (HTRANS == 2'b00)
                    state <= IDLE;
                else
                    state <= SEQ;
            end
            BUSY: begin
                if (HTRANS == 2'b11)
                    state <= SEQ;
                else
                    state <= BUSY;
            end
            default: state <= IDLE;
        endcase
    end
end
always @(posedge HCLK or negedge HRESETn) begin
    if (~HRESETn) begin
        DATA_to_WriteFIFO <= 41'h0;
        WriteFIFO_wr_en   <= 1'b0;
        ReadFIFO_rd_en    <= 1'b0;
        HRDATA            <= 32'h0;
        fifo_data_fetch   <= 32'h0;
        fifo_rd_en_d      <= 1'b0;
        done              <= 1'b0;
    end else begin
        WriteFIFO_wr_en <= 1'b0;
        ReadFIFO_rd_en  <= 1'b0;
        done            <= 1'b0;  
        if (wr_en) begin
            if (!WriteFIFO_full) begin
                DATA_to_WriteFIFO <= {1'b1, HADDR[0], HADDR[7:1], align_data(HWDATA, HSIZE)};
                WriteFIFO_wr_en <= 1'b1;
            end else begin
                done <= 1'b1;  
            end
        end else if (rd_en) begin
            if (!WriteFIFO_full && !ReadFIFO_empty) begin
                DATA_to_WriteFIFO <= {1'b0, HADDR[0], HADDR[7:1], 32'b0};
                WriteFIFO_wr_en <= 1'b1;
                ReadFIFO_rd_en <= 1'b1;
                fifo_rd_en_d <= 1'b1; 
            end else begin
                done <= 1'b1;  
            end
        end
        if (fifo_rd_en_d) begin
            fifo_data_fetch <= DATA_from_ReadFIFO;
        end
        HRDATA <= fifo_data_fetch;
        fifo_rd_en_d <= 1'b0;
    end
end
endmodule
```
==> ci_impl_report.md <==
### Yosys + OpenROAD results

| Metric | Value |
|---|---|
| Gr usage total | 7.74% |
| Total wire length | approximately 6 mm |
| Critical Path Start | WriteFIFO_full |
| Post-synth area from yosys stat | ~0.0021 mm^2 |
| Setup Crit Path Kind | primary input to flop |
| Clock latency (worst-skew pair) | ~300 ps |
| First-pass GRT wire length | between 9 and 10 mm |
| Post-DP HPWL | 4.48 mm |
| Max cap viols | 0 |
| DRT Pass-1 Iters | 4 |
| Setup tns final | 0 ps |
| Slew headroom | roughly 55% |
| Critical Path Source Type | primary input |
| Top-count cell post-synth | dfrtp_1 |
| Initial antenna violation count | 0 |
| Crit path time final | between 1500 and 2000 ps |
| # DRC | 0 |
| FP Util | between 20% and 30% |
| Fraction of layout cells with a size suffix above 1 | around 11% |
| Post-CTS Setup Bufs | 0 |
| Cells after synthesis | about 160 |
| CP dominant cell by count | buf_4 |
| LEAKAGE | 0.00145 uW |
| Syn_area_per_cell | 13.4 um^2 |
| PortBufs | about 93 |
| Post-CTS sizing | 0 |
| R2r startpoint | state[1] |
| Tool warnings | around 60 |
| Initial drt markers | between 100 and 150 |
| Required @ worst endpoint | roughly 3000 ps |
| Die height | ~120 um |
| Post-DR vias/cell | roughly 3.7 |
| Remaining global-route overflow | 0 |
| Wirelength per Cell | around 15 um |
| Bufs on Longest Clock Path | 2 |
| Post-synth regs | 48 |
| Hold_buf cts | 0 |
| Crit path max fanout | 25 |
| Worst Path Arrival | roughly 2200 ps |
| ANT nets after route | 0 |
| Slew @ Worst Pin | 673 ps |
| Die Size | roughly 0.015 mm^2 |
| Total power | about 2100 uW |
| Fin. max-slew vios | 0 |
| Via count | 1449 |
| Core Area | 0.0102 mm^2 |
| Num CTS Buffers | 5 |
| Ports | between 150 and 200 |
| Final setup vio count | 0 |
| Yosys Instances | 155 |
| Prevailing post-synth register cell | dfrtp_1 |
| Max frequency | ~0.51 GHz |
| Diodes inserted | 0 |
| Final hold violations | 0 |
| Yosys warns | 1 |
| Clk_skew | around 2.6 ps |
| CP cell instances | clkdlybuf4s50_1 -> o21bai_4 -> or2_2 -> buf_4 -> buf_4 -> a22o_1 |
| Register area share after synthesis | 57.8% |
| Top cells by count | dfrtp_1 (47), buf_4 (34), a22o_1 (32), mux2_4 (7), nor2_1 (7) |
| Root buf cell | clkbuf_8 |
| FFs w/ async S/R, synth | 100% |
| Synth Cell Area | approximately 0.0021 mm^2 |
| Min-delay worst type | primary input to async pin |
| RSZ-0062 raised after global routing | no |
| CTS sink count | 48 |
| CTS tree | done |
| Leading area contributor after synthesis | dfrtp_1 |
| Power density over the cells | about 670 mW/mm^2 |
| Largest net degree at the start of global routing | 49 |
| Core Rows | 37 |
| Cell area leaders | dfrtp_1 (57%), a22o_1 (13%), buf_4 (12%), mux2_4 (5.1%), dfstp_2 (1.3%) |
| Distinct cells, synth | 24 |
| Status | finished clean |
| DIE WIDTH | 122 um |
| Maximum vdd drop | between 0.2 and 0.3 mV |
| Layout area overhead | 53.0% |
| Worst path slowest cell | clkdlybuf4s50_1 |
| H-tree levels | 2 |
| Cycle use final | just over 70% |
| Vias in the first global route | roughly 1700 |
| EDFF count, synth | 0 |
| Clk pin slew, worst setup/hold paths | about 90 ps |
| Max-area cell share | 56.5% |
| CP max stage delay | ~420 ps |
| Routability cong. | 0.773 |
| CP Capture Type | flop |
-- worst max-delay path: cells and delay by family --
kind / cells / cell delay, ps
AND-OR/OR-AND: 2 / 440
buffers and inverters: 3 / 840
AND/OR/NAND/NOR: 1 / 300
-- metal layers --
layer | GRT usage [%] | wire (um) | share of wire, %
met1 | 11.5 | 2760 | 47
met2 | 11.3 | 2510 | 43
met3 | 2.35 | 552 | 9.4
met4 | 0.969 | 48 | 0.82
met5 | 0 | 0 | 0
-- report_power, final --
group | total [uW] | switching, uW | internal [uW]
sequential | 936 | 84.2 | 852
combinational | 587 | 136 | 451
clock | 606 | 247 | 360
total | 2130 | 467 | 1660
-- worst paths after layout --
kind	to	slack [ps]	cells past startpoint
max	DATA_to_WriteFIFO[24]	830	6
min	WriteFIFO_wr_en	350	2
max reg2reg	DATA_to_WriteFIFO[38]	1130	4
min reg2reg	state[0]	510	1
max in group asynchronous	done	2040	2
min in group clk0	state[0]	510	1
-- cell usage in the layout (no fill, tap or decap), types with 2 or more instances in the layout --
cell             instances
bufinv_16                2
mux2_4                   7
o21ai_0                  2
buf_4                    6
a2bb2oi_1                2
dfrtp_1                 47
inv_1                    4
a22o_1                  32
conb_1                  33
clkbuf_8                 5
clkdlybuf4s50_1         92
nor2_1                   7
-- layout make-up --
| type | instances | area [um^2] |
|---|---|---|
| sequential | 48 | 1200 |
| inverter | 4 | 15.0 |
| clock inverter | 3 | 68.8 |
| fill | 1029 | 7050 |
| multi-input combinational | 95 | 687 |
| timing repair buffer | 99 | 971 |
| tap | 136 | 170 |
| clock buffer | 5 | 68.8 |
-- stage by stage --
step                instances  instance area [um^2]  hold WS, ps  util (%)  setup slack, ps
floorplan                 186                  2200          264         -             1160
global placement          382                  3050          487      29.8              497
detailed placement        382                  3050          490      29.8              499
CTS                       390                  3180          367      31.1              833
global route              390                  3180          397      31.1              769
finish                    390                  3180          353      31.1              826
-- kinds of logic after synthesis --
kind of cell	share of synthesized area [%]
buffers and inverters	14.8
other	0.361
XOR/XNOR	0.421
AND-OR/OR-AND	17.1
multiplexers	5.59
flip-flops	57.8
AND/OR/NAND/NOR	3.91
-- flip-flops by register name (all words and copies together) (netlist names) --
name               cells
DATA_to_WriteFIFO     41
WriteFIFO_wr_en        1
ReadFIFO_rd_en         1
state                  4
done                   1
No activity file was given, so power comes from the tool's default toggle rates.
